==> flow/design.v <==
module dff (q, d, clk, rst);
    output         q;
    input          d;
    input          clk;
    input          rst;
    reg            state;
    assign #(1) q = state;
    always @(posedge clk) begin
      state = rst? 0 : d;
    end
endmodule
module hazard(PCSrc, clk, rst, de_MemRead, de_rs, de_rt, fd_rs, fd_rt, em_rd, em_RegWrite, em_rs, em_rt, insert_nop, mw_RegWrite, mw_rd,
wb_RegWrite, wb_rd, de_RegWrite, de_rd, mw_rs, mw_rt, dout_RegWrite, dout_rd, opcode);
input [2:0] PCSrc;
input clk, rst, de_MemRead, em_RegWrite, mw_RegWrite, wb_RegWrite, de_RegWrite, dout_RegWrite;
input [2:0] de_rt, fd_rs, fd_rt, em_rd, de_rs, mw_rd, em_rs, em_rt, wb_rd, de_rd, mw_rs, mw_rt, dout_rd;  
input [4:0] opcode; 
output insert_nop;
wire branch_stall, load_stall, de_stall, em_stall, mw_stall, wb_stall, insert_nop_dff; 
parameter BEQZ = 5'b01100;
parameter BNEZ = 5'b01101;
parameter BLTZ = 5'b01110;
parameter BGEZ = 5'b01111;
wire branch_stall1, branch_stall2, branch_stall3;
assign branch_stall = (opcode == BEQZ) ? 1'b1: (opcode == BNEZ) ? 1'b1: (opcode == BLTZ) ? 1'b1: (opcode == BGEZ) ? 1'b1: 1'b0;
assign de_stall = (de_RegWrite & ((de_rd == fd_rs) | (de_rd == fd_rt) | (de_rt == fd_rt) | (de_rt == fd_rt)));
wire em_stall_latch, mw_stall_latch;
dff dff0(.q(em_stall_latch), .d(de_stall), .clk(clk), .rst(rst));
dff dff1(.q(mw_stall_latch), .d(em_stall_latch), .clk(clk), .rst(rst));
assign em_stall = (em_RegWrite & ((em_rd == de_rs) | (em_rd == de_rt)));  
wire em_stall_latch1, mw_stall_latch1;
dff dff2(.q(em_stall_latch1), .d(em_stall), .clk(clk), .rst(rst));
dff dff3(.q(mw_stall_latch1), .d(em_stall_latch1), .clk(clk), .rst(rst));
assign mw_stall = (mw_RegWrite & ((mw_rd == de_rs) | (mw_rd == de_rt)));
assign insert_nop = rst ? 1'b0 : (em_stall | mw_stall | de_stall | em_stall_latch | mw_stall_latch | mw_stall_latch1 | em_stall_latch1);
endmodule
==> flow/run.sh <==
#!/bin/bash
# OpenROAD 26Q1-2900-gdf79404cd8, Yosys 0.63+post, stock flow scripts
make -C /OpenROAD-flow-scripts/flow DESIGN_CONFIG=/design/flow/config.mk WORK_HOME=/design/flow/orfs finish
==> flow/config.mk <==
export PLATFORM = sky130hd
export DESIGN_NAME = hazard
export DESIGN_NICKNAME = hazard
export VERILOG_FILES = /design/flow/design.v
export SDC_FILE = /design/flow/constraint.sdc
export NUM_CORES = 4
export LEC_CHECK = 1
export CORE_AREA = 10 10 70 70
export DIE_AREA = 0 0 80 80
==> flow/constraint.sdc <==
current_design hazard

set clk_period 1.8
set clk_io_pct 0.2

create_clock -name clk0 -period $clk_period [get_ports {clk}]

set non_clock_inputs [all_inputs -no_clocks]
set_input_delay [expr $clk_period * $clk_io_pct] -clock clk0 $non_clock_inputs
set_output_delay [expr $clk_period * $clk_io_pct] -clock clk0 [all_outputs]
==> flow_summary.toml <==
# generated from flow reports
[run_status]
outcome = "finished with violations"
violations = "setup timing"

[grt]
grt_first_pass_wirelength_um = 2228
grt.total_usage = 0.04129
antenna_found_initial = 0
grt_pass1_vias = 515
grt_max_degree = 5
overflow = 0

[worst_setup_path]
endpoint_kind = "output pin"
crit_start = "dff3.state$_SDFF_PP0_"
slowest_delay_ns = 0.52
r2r_start = "dff2.state$_SDFF_PP0_"
cpMostUsedCell = "a41oi_2"
crit_cells = 4
critPathKind = "reg -> out"
path_buffers = 1
crit_path_max_fanout = 1
slowest_stage = "or4_4"
worstPathArrival_ns = 1.46
crit_required_ns = 1.44
rr_worst_depth = 1
reg2reg_to = "dff3.state$_SDFF_PP0_"
rrSetupSlack_ns = 1.27
cp_cell_sequence = "or4_4, a41oi_2, a41oi_2, buf_2"
endpoint = "insert_nop"
cp-start-kind = "flip-flop"
path_delay_family = "simple AND/OR/NAND/NOR gates"

[die]
fp_util = 0.1088
core_um2 = 3416
dieHeight_um = 80
rows = 21
io_pins = 56
die_width_um = 80
fp.dieArea_um2 = 6400

[timing]
grt_setup_unrepaired = "true"
period_used_share = 1.012
slew_headroom = 0.8513
finalHoldViolCount = 0
max_slew.worst_pin.slew_ns = 0.2210
setup_viol = 1
max_freq_mhz = 549.1
fin_crit_ns = 1.821
maxSlewViolCount = 0
finalWorstSetupSlack_ns = -0.02114
holdWs_ns = 0.4625
fin_skew_ns = 0.00001966

[finish]
final_area_um2 = 732.0
final_core_util = 0.2143
drive_gt1_frac = 0.2237
layout_top_cells = "dlygate4sd2_1, xnor2_1, xor2_1"
area_growth_pct = 96.97
lay_top_count = "dlygate4sd2_1"

[drt]
remaining_drc_errors = 0
totalWireLength_um = 1290
viasPerCell = 3.582
vias = 437
dr.first_iter.drc_count = 14
postRouteAntennaNets = 0
wl_per_cell_um = 10.57
drt-pass1-iter-count = 3
diodes = 0

[pwr]
p_leak_uw = 0.0002887
ir_drop_uv = 139.2
report.power.total_uw = 336.0
pwr_density_cell_nw_per_um2 = 459.0

[run]
drv_cap = 0
warnings = 56

[hold_path]
worstHoldPathCells = 1
min_path_type = "reg -> reg"

[synth]
netlist_area_um2 = 371.6
synthCells = 45
ys_cells = 45
synth_area_per_cell_um2 = 8.258
synth_cell_types = 14
ys_seq_frac = 0.2155
synth_flops = 4
yosys_area_um2 = 371.6
yosys_warnings = 1

[cts]
numCtsBuffers = 3
htree_levels = 1
cts_sinks = 4
tritoncts = "yes"
clkLatencyLatePin_ns = 0.23
cts.root.buffer_cell = "clkbuf_4"
clkTransAtPathRegs_ns = 0.04
cts_hold_buffers = 0
cts_buffer_depth = 2

[placed_design]
io_buffers = 26
dpl_cell_area_um2 = 704.4
routabilityCongestion = 0.7376
hpwlAfterDp_um = 1157
final cells by class:
cell class	count	area, um2
flip-flops and latches	4	80.08
clock buffers	3	22.52
repair buffers	28	237.7
fillers	385	2684
multi-input cells	41	334.1
well taps	46	57.56
power breakdown:
group | internal (uW) | total, uW | switching, uW
registers | 93.2 | 94.5 | 1.37
logic | 78.4 | 136 | 57.1
clock network | 74.2 | 106 | 31.7
synth_stat cells:
cell / number / area (um2)
o21ai_1: 2 / 10.01
nand2_1: 3 / 11.26
nor2_1: 3 / 11.26
or2_1: 3 / 18.77
xor2_1: 8 / 70.07
a41oi_1: 2 / 17.52
nor4_1: 1 / 6.260
nor2b_1: 2 / 12.51
a211oi_1: 3 / 22.52
and3_1: 1 / 6.260
dfxtp_1: 4 / 80.08
or4_1: 1 / 7.510
nand4_1: 3 / 18.77
xnor2_1: 9 / 78.83
per-stage QoR:
step	cells	setup slack, ns	TNS [ns]
final	122	-0.02114	-0.02114
after detailed placement	119	-0.6884	-0.6884
after global routing	122	-0.09575	-0.09575
after CTS	122	-0.04281	-0.04281
after floorplan	45	0.4094	0
after global placement	119	-0.6910	-0.6910
state kept, by name, summed over array words and instances, names as in the netlist:
signal      count
dff2.state      1
dff1.state      1
dff0.state      1
dff3.state      1
cell families (layout without fill, tap and decap cells):
kind of cell / Yosys count / after routing / synth area share
AND/OR/NAND/NOR: 17 / 17 / 0.2492
XOR/XNOR: 17 / 17 / 0.4007
buffers and inverters: 0 / 31 / 0
AND-OR/OR-AND: 7 / 7 / 0.1347
flip-flops: 4 / 4 / 0.2155
worst min path at each step:
stage | startpoint | to | slack, ns
finish | dff0.state$_SDFF_PP0_ | dff1.state$_SDFF_PP0_ | 0.46
global route | dff2.state$_SDFF_PP0_ | dff3.state$_SDFF_PP0_ | 0.47
CTS | dff2.state$_SDFF_PP0_ | dff3.state$_SDFF_PP0_ | 0.47
timing repair:
| item | CTS | global route |
|---|---|---|
| endpoints found under the setup margin | 1 | 1 |
| gates resized | 33 | 9 |
| pin swaps | 10 | 6 |
| setup buffers | 0 | 0 |
routing by layer:
| metal | GRT usage | vias up | share of wire |
|---|---|---|---|
| met5 | 0 | - | 0 |
| met4 | 0.01408 | 0 | 0.024 |
| met3 | 0.009091 | 2 | 0.052 |
| met2 | 0.06501 | 16 | 0.46 |
| met1 | 0.05411 | 196 | 0.46 |
| li1 | - | 223 | - |
Power and IR drop assume default switching activity.
